==> ./design.v <==
package usertype;
typedef enum logic  [3:0] { No_action	= 4'd0 ,
                            Buy			= 4'd1 ,
							Sell		= 4'd2 ,
							Deposit		= 4'd4 , 
							Use_item	= 4'd6 ,
							Check 		= 4'd8 ,
							Attack      = 4'd10
							}  Action ;
typedef enum logic  [3:0] { No_Err       		= 4'd0 ,
                            Already_Have_PKM	= 4'd1 ,
							Out_of_money		= 4'd2 ,
							Bag_is_full			= 4'd4 , 
							Not_Having_PKM	    = 4'd6 ,
						    Has_Not_Grown	    = 4'd8 ,
							Not_Having_Item		= 4'd10 ,
							HP_is_Zero			= 4'd13
							}  Error_Msg ;
typedef enum logic  [3:0] { No_type			= 4'd0 ,
							Grass		 	= 4'd1 ,
							Fire	     	= 4'd2 ,
                            Water	     	= 4'd4 , 
							Electric     	= 4'd8 ,
							Normal			= 4'd5
							}  PKM_Type ;
typedef enum logic  [3:0] { No_stage		= 4'd0 ,
							Lowest		 	= 4'd1 ,
							Middle	     	= 4'd2 ,
                            Highest	     	= 4'd4  
							}  Stage ;
typedef enum logic  [3:0] { No_item			= 4'd0 ,
							Berry	       	= 4'd1 ,
							Medicine      	= 4'd2 ,
							Candy			= 4'd4 ,
                            Bracer	     	= 4'd8 ,
							Water_stone		= 4'd9 ,
							Fire_stone		= 4'd10,
							Thunder_stone	= 4'd12
							}  Item ;
typedef enum logic  [1:0] { No_stone		= 2'd0 ,
							W_stone    		= 2'd1 ,
							F_stone     	= 2'd2 ,
							T_stone			= 2'd3 
							}  Stone ;
typedef logic [7:0] Player_id;
typedef logic [3:0] Item_num;
typedef logic [13:0] Money;
typedef logic [15:0] Money_ext;
typedef logic [7:0] HP;
typedef logic [7:0] ATK;
typedef logic [7:0] EXP;
typedef struct packed {
	Item_num	berry_num;
	Item_num	medicine_num;
	Item_num	candy_num;
	Item_num	bracer_num;
	Stone		stone;
	Money		money;
} Bag_Info; 
typedef struct packed {
	Stage		stage;
	PKM_Type	pkm_type;
	HP			hp;
	ATK			atk;
	EXP			exp;
} PKM_Info; 
typedef struct packed {
	Bag_Info	bag_info;
	PKM_Info	pkm_info;
} Player_Info; 
typedef union packed{ 
	Money_ext	d_money;
	Player_id	[1:0]d_id;
    Action		[3:0]d_act;
	PKM_Type	[3:0]d_type;
	Item		[3:0]d_item;
} DATA;
endpackage
import usertype::*;  
module CC(
	in_n0,
	in_n1, 
	in_n2, 
	in_n3, 
        in_n4, 
	in_n5, 
	opt,
        equ,
	out_n
);
input [3:0]in_n0;
input [3:0]in_n1;
input [3:0]in_n2;
input [3:0]in_n3;
input [3:0]in_n4;
input [3:0]in_n5;
input [2:0] opt;
input equ;
output signed [9:0] out_n;
wire signed [4:0]encoded[0:5];
wire signed [4:0]sorted[0:5];
wire signed [4:0]cumulated[0:4];
assign encoded[0]=(opt[0])? {in_n0[3],in_n0}:{1'b0,in_n0};
assign encoded[1]=(opt[0])? {in_n1[3],in_n1}:{1'b0,in_n1};
assign encoded[2]=(opt[0])? {in_n2[3],in_n2}:{1'b0,in_n2};
assign encoded[3]=(opt[0])? {in_n3[3],in_n3}:{1'b0,in_n3};
assign encoded[4]=(opt[0])? {in_n4[3],in_n4}:{1'b0,in_n4};
assign encoded[5]=(opt[0])? {in_n5[3],in_n5}:{1'b0,in_n5};
Sort sort(
	.in0(encoded[0]), .in1(encoded[1]), .in2(encoded[2]), .in3(encoded[3]), .in4(encoded[4]), .in5(encoded[5]),
	.flag_sort(opt[1]),
	.out0(sorted[0]), .out1(sorted[1]), .out2(sorted[2]), .out3(sorted[3]), .out4(sorted[4]), .out5(sorted[5])
);
Cumulate cumulate(
	.in0(sorted[0]), .in1(sorted[1]), .in2(sorted[2]), .in3(sorted[3]), .in4(sorted[4]), .in5(sorted[5]),
	.flag_cumulate(opt[2]),
	.out_cum0(cumulated[0]), .out_cum1(cumulated[1]), .out_cum3(cumulated[2]), .out_cum4(cumulated[3]), .out_cum5(cumulated[4])
);
Eq eq(
	.in0(cumulated[0]), .in1(cumulated[1]), .in3(cumulated[2]), .in4(cumulated[3]), .in5(cumulated[4]),
	.flag_eq(equ),
	.out_eq(out_n)
);
endmodule
module Sort(
    in0, in1, in2, in3, in4, in5,
	flag_sort,
    out0, out1, out2, out3, out4, out5
);
input signed [4:0] in0, in1, in2, in3, in4, in5;
input flag_sort;
output signed [4:0] out0, out1, out2, out3, out4, out5;
wire signed [4:0]layer1[0:3];
wire signed [4:0]layer2[0:3];
wire signed [4:0]layer3[0:3];
wire signed [4:0]out_t1[0:5];
wire signed [4:0]out_t2[0:5];
wire signed [4:0]out_t3[0:5];
assign {out_t1[0], layer1[0]} = (in0 > in1) ? {in1, in0} : {in0, in1};
assign {layer1[1], layer1[2]} = (in2 > in3) ? {in3, in2} : {in2, in3};
assign {layer1[3], out_t1[5]} = (in4 > in5) ? {in5, in4} : {in4, in5};
assign {out_t1[1], out_t1[2]} = (layer1[0] > layer1[1]) ? {layer1[1], layer1[0]} : {layer1[0], layer1[1]};
assign {out_t1[3], out_t1[4]} = (layer1[2] > layer1[3]) ? {layer1[3], layer1[2]} : {layer1[2], layer1[3]};
assign {out_t2[0], layer2[0]} = (out_t1[0] > out_t1[1]) ? {out_t1[1], out_t1[0]} : {out_t1[0], out_t1[1]};
assign {layer2[1], layer2[2]} = (out_t1[2] > out_t1[3]) ? {out_t1[3], out_t1[2]} : {out_t1[2], out_t1[3]};
assign {layer2[3], out_t2[5]} = (out_t1[4] > out_t1[5]) ? {out_t1[5], out_t1[4]} : {out_t1[4], out_t1[5]};
assign {out_t2[1], out_t2[2]} = (layer2[0] > layer2[1]) ? {layer2[1], layer2[0]} : {layer2[0], layer2[1]};
assign {out_t2[3], out_t2[4]} = (layer2[2] > layer2[3]) ? {layer2[3], layer2[2]} : {layer2[2], layer2[3]};
assign {out_t3[0], layer3[0]} = (out_t2[0] > out_t2[1]) ? {out_t2[1], out_t2[0]} : {out_t2[0], out_t2[1]};
assign {layer3[1], layer3[2]} = (out_t2[2] > out_t2[3]) ? {out_t2[3], out_t2[2]} : {out_t2[2], out_t2[3]};
assign {layer3[3], out_t3[5]} = (out_t2[4] > out_t2[5]) ? {out_t2[5], out_t2[4]} : {out_t2[4], out_t2[5]};
assign {out_t3[1], out_t3[2]} = (layer3[0] > layer3[1]) ? {layer3[1], layer3[0]} : {layer3[0], layer3[1]};
assign {out_t3[3], out_t3[4]} = (layer3[2] > layer3[3]) ? {layer3[3], layer3[2]} : {layer3[2], layer3[3]};
assign out5 = (flag_sort) ? out_t3[0] : out_t3[5];
assign out4 = (flag_sort) ? out_t3[1] : out_t3[4];
assign out3 = (flag_sort) ? out_t3[2] : out_t3[3];
assign out2 = (flag_sort) ? out_t3[3] : out_t3[2];
assign out1 = (flag_sort) ? out_t3[4] : out_t3[1];
assign out0 = (flag_sort) ? out_t3[5] : out_t3[0];
endmodule
module Cumulate(
    in0, in1, in2, in3, in4, in5,
	flag_cumulate,
    out_cum0, out_cum1, out_cum3, out_cum4, out_cum5
);
input signed [4:0] in0, in1, in2, in3, in4, in5;
input flag_cumulate;
output signed [4:0] out_cum0, out_cum1, out_cum3, out_cum4, out_cum5;
wire signed [4:0]out_cum_t1[0:4];
wire signed [4:0]out_cum_t2[0:4];
assign out_cum_t1[0] = in1 - in0;
assign out_cum_t1[1] = in2 - in0;
assign out_cum_t1[2] = in3 - in0;
assign out_cum_t1[3] = in4 - in0;
assign out_cum_t1[4] = in5 - in0;
assign out_cum_t2[0] = ((in0 <<< 1) + in1)/3;  	
assign out_cum_t2[1] = ((out_cum_t2[0] <<< 1) + in2)/3;  	
assign out_cum_t2[2] = ((out_cum_t2[1] <<< 1) + in3)/3;  	
assign out_cum_t2[3] = ((out_cum_t2[2] <<< 1) + in4)/3;  	
assign out_cum_t2[4] = ((out_cum_t2[3] <<< 1) + in5)/3;  	
assign out_cum0 = (flag_cumulate) ? in0 : 0;
assign out_cum1 = (flag_cumulate) ? out_cum_t2[0] : out_cum_t1[0];
assign out_cum3 = (flag_cumulate) ? out_cum_t2[2] : out_cum_t1[2];
assign out_cum4 = (flag_cumulate) ? out_cum_t2[3] : out_cum_t1[3];
assign out_cum5 = (flag_cumulate) ? out_cum_t2[4] : out_cum_t1[4];
endmodule
module Eq(
    in0, in1, in3, in4, in5,
	flag_eq,
    out_eq
);
input signed [4:0] in0, in1, in3, in4, in5;
input flag_eq;
output signed [9:0] out_eq;
wire signed [7:0]eq0, mult;
wire signed [4:0]eq1;
wire signed [11:0]ans1;
wire signed [9:0] ans[0:1];
assign eq0 = in3 + (in4 <<< 2);
assign eq1 = in1 - in0;
assign mult = (flag_eq) ? eq1 : eq0;
assign ans1 = in5 * mult;
assign ans[0] = (flag_eq) ? 0 : ans1/3;
assign ans[1] = (flag_eq && ans1[11]) ? ~ans1+1 : ans1;
assign out_eq = (flag_eq) ? ans[1] : ans[0];
endmodule
==> ./run.sh <==
#!/bin/bash
# OpenROAD 26Q1-2900-gdf79404cd8, Yosys 0.63+post, stock flow scripts
make -C /OpenROAD-flow-scripts/flow DESIGN_CONFIG=/design/flow/config.mk WORK_HOME=/design/flow/orfs finish
==> ./config.mk <==
export PLATFORM = sky130hd
export DESIGN_NAME = CC
export DESIGN_NICKNAME = CC
export VERILOG_FILES = /design/flow/design.v
export SDC_FILE = /design/flow/constraint.sdc
export NUM_CORES = 4
export LEC_CHECK = 1
export CORE_UTILIZATION = 50
==> ./constraint.sdc <==
current_design CC

set clk_period 62.2
set clk_io_pct 0.2

create_clock -name clk0 -period $clk_period

set non_clock_inputs [all_inputs -no_clocks]
set_input_delay [expr $clk_period * $clk_io_pct] -clock clk0 $non_clock_inputs
set_output_delay [expr $clk_period * $clk_io_pct] -clock clk0 [all_outputs]
==> Slide: Implementation Results <==
Synthesis and Place & Route Summary

Synthesis
  • Biggest area cells: ha_1 15%, mux2i_1 7.3%, nor2_1 6.7%
  • Mapped Area: 13,200 sq um
  • Largest area contributor in the netlist: ha_1
  • Cells in synth_stat.txt: 1,933
  • Synth cell count leaders: 237 x nor2_1, 182 x nand2_1, 173 x inv_1
  • Synth Instances: 1,933
  • Top-area cell share: 15.4%
  • Chip Area, Yosys: 13,200 sq um
  • Sequential-to-total area share from yosys stat: 0%
  • Yosys top cell by instances: nor2_1
  • Total number of yosys warnings: 3
  • Synth Area per Inst: 6.84 sq um
  • Post-synth cell types: 113

Layout
  • # fillers: between 2,000 and 2,500
  • # clk buffers: 0
  • Register Area: 0 sq um
  • Synth-to-layout area growth: 34.3%
  • Registers: 0
  • Post-route cell area: 17,800 sq um
  • Share of cells above drive strength 1: 28.2%

GRT
  • Gr ovfl total: 0
  • Initial antenna violation count: 0
  • Pin count of the biggest net entering global routing: 35
  • Vias in the first global route: roughly 13,000
  • First-pass GRT wire length: between 60 and 70 mm
  • All-Layer GR Usage: 29.7%

Die
  • Die Height: ~160 microns
  • Core area: around 26,000 sq um
  • # IOs: 38
  • Die area: between 20,000 and 30,000 sq um
  • Floorplan row count: approximately 59
  • FP Util: between 50% and 60%
  • Die X: 165 microns

Routing
  • Drt wl/cell: 15.5 microns
  • Residual DRC: 0
  • Total vias in the final route: between 15,000 and 20,000
  • N_diodes: 0
  • First DRT Iteration DRCs: 884
  • Final ANT Viol Nets: 0
  • Vias per std cell: 5.76
  • DRT Wirelength: 40.6 mm
  • Drt first pass iters: 5

STA
  • Period minus WS final: 61.84 ns
  • Min setup slack post-route: ~0.36 ns
  • Final Slew Violations: 0
  • Worst Hold Margin: 26.09 ns
  • Final hold violation count: 0
  • Final Setup Violations: 0
  • Slew HR: 48.8%
  • Tightest Pin Transition: 0.767 ns
  • Fin crit share: a little under 100%
  • Fmax: 16.2 MHz
  • RSZ-0062 raised after global routing: true

Worst setup path
  • CP endpoint kind: primary output
  • CP bufs+invs: 29
  • Arr. time, crit path: 49.40 ns
  • Req. time, crit path: roughly 50 ns
  • CP max FO: 9
  • Critical-path top delay cell: fa_1
  • Critical Path Source Type: primary input
  • Crit path largest cell delay: 0.54 ns
  • Crit Path Category: primary input to primary output
  • CP top delay family: AND-OR/OR-AND gates

CTS
  • Hold_buf cts: 0

Run
  • Max_cap viols: 0
  • Tool warnings: 33

Placement
  • PortBufs: 38
  • Final weighted congestion in routability-driven placement: 1.01
  • HPWL Detailed: about 33 mm
  • Pre-CTS setup slack: -0.639 ns
  • Post-DP Area: 16,400 sq um

Outcome
  • Outcome: completed

Min path
  • Class of the worst hold path: primary input to primary output
## stage by stage
step / cells / TNS [ns] / util (%)
2_1_floorplan: 1933 / 0 / -
3_3_place_gp: 2563 / -0.393 / 63.1
3_5_place_dp: 2563 / -4.71 / 63.1
4_1_cts: 2578 / 0 / 64.7
5_1_grt: 2616 / -18.22 / 68.4
6_report: 2616 / 0 / 68.4
## metal layers
layer / track usage [%] / up-vias / part of all wire, %
li1: - / 7743 / -
met1: 44.6 / 6995 / 49
met2: 48.7 / 293 / 46
met3: 1.66 / 38 / 3.8
met4: 3.17 / 0 / 1.2
met5: 0 / - / 0
## path summary, 6_finish.rpt
check / depth (start not counted) / endpoint / start
worst max-delay path: 203 / out_n[8] / in_n2[1]
worst min-delay path: 5 / out_n[1] / equ
## repair_timing
action / in CTS / in global routing
pin swaps: 17 / 78
endpoints found under the setup margin: 10 / 10
setup buffers: 15 / 39
resized: 61 / 141
## final cells by class
class / instances / area [sq um] / area share [%]
inverters: 175 / 664 / 3.74
multi-input cells: 1695 / 13400 / 75.6
repair buffers: 411 / 3250 / 18.3
well taps: 335 / 419 / 2.36
## logic make-up after synthesis
kind of cell | count (synthesis) | synth area share, %
buffers and inverters | 238 | 7.01
muxes | 125 | 9.78
adders and majority gates | 198 | 20.7
and+or+nand+nor | 676 | 24.1
xor gates and xnor gates | 122 | 8.45
AOI/OAI and AO/OA | 574 | 29.9
## layout by cell type (no fill, tap or decap), types with 15 or more instances in the layout
cell type	instances
mux2i_2	17
buf_4	361
nand2_1	180
a31oi_1	26
o21ai_1	26
nand2b_1	19
o211ai_1	21
nand3_1	46
ha_1	140
a211oi_1	15
xnor2_1	73
nor2b_1	25
nand4_1	25
o21ai_0	98
a21o_1	34
clkdlybuf4s50_1	37
fa_1	33
a21oi_1	118
mux2i_1	71
nor2_1	228
inv_1	170
xor2_1	25
nor3_1	28
mux2_2	25
a21oi_2	25
