## design.v

```verilog
package usertype;
typedef enum logic  [3:0] { No_action	= 4'd0 ,
                            Buy			= 4'd1 ,
							Sell		= 4'd2 ,
							Deposit		= 4'd4 , 
							Use_item	= 4'd6 ,
							Check 		= 4'd8 ,
							Attack      = 4'd10
							}  Action ;
typedef enum logic  [3:0] { No_Err       		= 4'd0 ,
                            Already_Have_PKM	= 4'd1 ,
							Out_of_money		= 4'd2 ,
							Bag_is_full			= 4'd4 , 
							Not_Having_PKM	    = 4'd6 ,
						    Has_Not_Grown	    = 4'd8 ,
							Not_Having_Item		= 4'd10 ,
							HP_is_Zero			= 4'd13
							}  Error_Msg ;
typedef enum logic  [3:0] { No_type			= 4'd0 ,
							Grass		 	= 4'd1 ,
							Fire	     	= 4'd2 ,
                            Water	     	= 4'd4 , 
							Electric     	= 4'd8 ,
							Normal			= 4'd5
							}  PKM_Type ;
typedef enum logic  [3:0] { No_stage		= 4'd0 ,
							Lowest		 	= 4'd1 ,
							Middle	     	= 4'd2 ,
                            Highest	     	= 4'd4  
							}  Stage ;
typedef enum logic  [3:0] { No_item			= 4'd0 ,
							Berry	       	= 4'd1 ,
							Medicine      	= 4'd2 ,
							Candy			= 4'd4 ,
                            Bracer	     	= 4'd8 ,
							Water_stone		= 4'd9 ,
							Fire_stone		= 4'd10,
							Thunder_stone	= 4'd12
							}  Item ;
typedef enum logic  [1:0] { No_stone		= 2'd0 ,
							W_stone    		= 2'd1 ,
							F_stone     	= 2'd2 ,
							T_stone			= 2'd3 
							}  Stone ;
typedef logic [7:0] Player_id;
typedef logic [3:0] Item_num;
typedef logic [13:0] Money;
typedef logic [15:0] Money_ext;
typedef logic [7:0] HP;
typedef logic [7:0] ATK;
typedef logic [7:0] EXP;
typedef struct packed {
	Item_num	berry_num;
	Item_num	medicine_num;
	Item_num	candy_num;
	Item_num	bracer_num;
	Stone		stone;
	Money		money;
} Bag_Info; 
typedef struct packed {
	Stage		stage;
	PKM_Type	pkm_type;
	HP			hp;
	ATK			atk;
	EXP			exp;
} PKM_Info; 
typedef struct packed {
	Bag_Info	bag_info;
	PKM_Info	pkm_info;
} Player_Info; 
typedef union packed{ 
	Money_ext	d_money;
	Player_id	[1:0]d_id;
    Action		[3:0]d_act;
	PKM_Type	[3:0]d_type;
	Item		[3:0]d_item;
} DATA;
endpackage
import usertype::*;  
module sync_r2w #(parameter ASIZE = 4)(
	rptr,
	wclk,
	rst_n,
	wq2_rptr
); 
input wclk, rst_n;
input [ASIZE:0] rptr;
output reg [ASIZE:0] wq2_rptr;
reg [ASIZE:0] wq1_rptr;
always @(posedge wclk or negedge rst_n)begin
	if(!rst_n)
		{wq2_rptr,wq1_rptr} <= 0;
	else 
		{wq2_rptr,wq1_rptr} <= {wq1_rptr,rptr};
end
endmodule
module sync_w2r #(parameter ASIZE = 4)(
	wptr,
	rclk,
	rst_n,
	rq2_wptr
); 
input rclk, rst_n;
input [ASIZE:0] wptr;
output reg [ASIZE:0] rq2_wptr;
reg [ASIZE:0] rq1_wptr;
always @(posedge rclk or negedge rst_n)begin
	if(!rst_n)
		{rq2_wptr,rq1_wptr} <= 0;
	else 
		{rq2_wptr,rq1_wptr} <= {rq1_wptr,wptr};
end
endmodule
module fifomem #(parameter DSIZE = 8,
				 parameter ASIZE = 4)(
	wclk,
	wclken,
	wfull,
	wdata,
	waddr,
	raddr,
	rdata
); 
input	wclk, wclken, wfull;
input [DSIZE-1:0] wdata;
input [ASIZE-1:0] waddr, raddr;
output [DSIZE-1:0] rdata;
localparam DEPTH = 1<<ASIZE;
reg [DSIZE-1:0] mem [DEPTH-1:0];
assign rdata = mem[raddr];
always @(posedge wclk)
	if(wclken && !wfull) mem[waddr] <= wdata;
endmodule
module rptr_empty #(parameter ASIZE = 4)(
	rq2_wptr,
	rclk,
	rst_n,
	rinc,
	rptr,
	raddr,
	rempty
); 
input [ASIZE:0] rq2_wptr;
input rclk, rinc, rst_n;
output reg [ASIZE:0] rptr;
output [ASIZE-1:0] raddr;
output reg rempty;
reg [ASIZE:0] rbin;
wire [ASIZE:0] rgraynext, rbinnext;
always @(posedge rclk or negedge rst_n)begin
	if(!rst_n)
		{rbin, rptr} <= 0;
	else 
		{rbin, rptr} <= {rbinnext, rgraynext};
end
assign raddr = rbin[ASIZE-1:0];
assign rbinnext = rbin + (rinc & ~rempty);
assign rgraynext = (rbinnext>>1) ^ rbinnext;
wire rempty_val;
assign rempty_val = (rgraynext == rq2_wptr);
always @(posedge rclk or negedge rst_n)begin
	if(!rst_n)
		rempty <= 1'b1;
	else 
		rempty <= rempty_val;
end
endmodule
module wptr_full #(parameter ASIZE = 4)(
	wq2_rptr,
	wclk,
	rst_n,
	winc,
	wptr,
	waddr,
	wfull
); 
input [ASIZE:0] wq2_rptr;
input wclk, winc, rst_n;
output reg [ASIZE:0] wptr;
output [ASIZE-1:0] waddr;
output reg wfull;
reg [ASIZE:0] wbin;
wire [ASIZE:0] wgraynext, wbinnext;
always @(posedge wclk or negedge rst_n)begin
	if(!rst_n)
		{wbin, wptr} <= 0;
	else 
		{wbin, wptr} <= {wbinnext, wgraynext};
end
assign waddr = wbin[ASIZE-1:0];
assign wbinnext = wbin + (winc & ~wfull);
assign wgraynext = (wbinnext>>1) ^ wbinnext;
wire wfull_val;
assign wfull_val = (wgraynext=={~wq2_rptr[ASIZE:ASIZE-1],wq2_rptr[ASIZE-2:0]});
always @(posedge wclk or negedge rst_n)begin
	if(!rst_n)
		wfull <= 1'b0;
	else 
		wfull <= wfull_val;
end
endmodule 
module AFIFO #(parameter DSIZE = 8,
			   parameter ASIZE = 4)(
	rst_n,
    rclk,
    rinc,
    wclk,
    winc,
	wdata,
    rempty,
	rdata,
    wfull
); 
input 				rst_n, rclk, rinc, wclk, winc;
input [DSIZE-1:0] 	wdata;
output 				rempty, wfull;
output [DSIZE-1:0] 	rdata;
wire [ASIZE-1:0] 	waddr, raddr;
wire [ASIZE:0] 		wptr, rptr, wq2_rptr, rq2_wptr;
sync_r2w sync_r2w_m0 (.wq2_rptr(wq2_rptr), .rptr(rptr), .wclk(wclk), .rst_n(rst_n));
sync_w2r sync_w2r_m0 (.rq2_wptr(rq2_wptr), .wptr(wptr), .rclk(rclk), .rst_n(rst_n));
fifomem #(DSIZE, ASIZE) fifomem_m0 (.rdata(rdata), .wdata(wdata), .waddr(waddr), .raddr(raddr), .wclken(winc), .wfull(wfull), .wclk(wclk));
rptr_empty #(ASIZE) rptr_empty_m0 (.rempty(rempty), .raddr(raddr), .rptr(rptr), .rq2_wptr(rq2_wptr), .rinc(rinc), .rclk(rclk), .rst_n(rst_n));
wptr_full #(ASIZE) wptr_full_m0 (.wfull(wfull), .waddr(waddr), .wptr(wptr), .wq2_rptr(wq2_rptr), .winc(winc), .wclk(wclk), .rst_n(rst_n));
endmodule
module CDC #(parameter DSIZE = 8,
			   parameter ASIZE = 4)(
	rst_n,
	clk1,
    clk2,
	in_valid,
	in_account,
	in_A,
	in_T,
	ready,
    out_valid,
	out_account
); 
input 				rst_n, clk1, clk2, in_valid;
input [DSIZE-1:0] 	in_account,in_A,in_T;
output reg				out_valid,ready;
output reg [DSIZE-1:0] 	out_account;
reg [7:0] account [0:4];
reg [15:0] performance [0:4];
wire [7:0] w_data;
wire w_full;
wire r_empty;
wire [7:0] r_data;
reg w_addr;
reg r_addr;
reg [11:0] cnt_in;
parameter patnum = 4000;
reg [7:0] mult1, mult2;
wire [15:0] perf;
wire [7:0] tmp_acc;
get_performance g1(.m1(mult1), .m2(mult2), .sol(perf));
get_best_perf g2(
    .a0(account[0]), .a1(account[1]), .a2(account[2]), .a3(account[3]),.a4(account[4]),
    .p0(performance[0]), .p1(performance[1]), .p2(performance[2]), .p3(performance[3]),.p4(performance[4]),
    .acc(w_data)
);
always @(posedge clk1 or negedge rst_n) begin  
	if(!rst_n) begin
        account[0] <= 0;
        account[1] <= 0;
        account[2] <= 0;
        account[3] <= 0;
        account[4] <= 0;
        performance[0] <= 0;
        performance[1] <= 0;
        performance[2] <= 0;
        performance[3] <= 0;
        performance[4] <= 0;
        cnt_in <= 0;
	end 
    else begin
        if(cnt_in == patnum) begin
            cnt_in <= cnt_in + 1;
        end
        else begin
            if(in_valid) begin
                cnt_in <= cnt_in + 1;
                account[0] <= in_account;
                performance[0] <= perf;
                account[4] <= account[3];
                account[3] <= account[2];
                account[2] <= account[1];
                account[1] <= account[0];
                performance[4] <= performance[3];
                performance[3] <= performance[2];
                performance[2] <= performance[1];
                performance[1] <= performance[0];
            end
        end
	end
end
always@(*) begin
    w_addr = 0;
    if(cnt_in == patnum) begin
        if(w_full)
            w_addr = 0;
        else 
            w_addr = 1;
    end
    else if(cnt_in == patnum + 1)
        w_addr = 0;
    else begin
        if(in_valid) begin
            if(cnt_in > 4) begin
                if(w_full)
                    w_addr = 0;
                else 
                    w_addr = 1;
            end
            else
                w_addr = 0;
        end
        else
            w_addr = 0;
    end
end
always@(*) begin
    mult1 = 0;
    mult2 = 0;
    if(in_valid) begin
        mult1 = in_A;
        mult2 = in_T;
    end
end
always@(*) begin
    ready = 0;
    if(!rst_n) begin
        ready = 0;
    end
    else begin
        ready = ~w_full;
    end
end
always @(*) begin
	if(!rst_n) begin
        r_addr = 0;
	end 
    else begin
        if(!r_empty) begin
            r_addr = 1;
        end
        else
            r_addr = 0;
	end
end
always @(posedge clk2 or negedge rst_n) begin
	if(!rst_n) begin
		out_valid <= 0;
	    out_account <= 0;
	end 
    else begin
        if(in_valid) begin
            if(r_addr) begin
                out_valid <= 1;
                out_account <= r_data;
            end
            else begin
                out_valid <= 0;
                out_account <= 0;
            end
        end
        else begin
            if(!r_empty) begin
                out_valid <= 1;
                out_account <= r_data;
            end
            else begin
                out_valid <= 0;
                out_account <= 0;
            end       
        end   
	end
end
AFIFO u_AFIFO(
    .rst_n(rst_n),
    .rclk(clk2),
    .rinc(r_addr),
	.wclk(clk1),
    .winc(w_addr),
    .wdata(w_data),
    .wfull(w_full),
    .rempty(r_empty),
    .rdata(r_data)
    );
endmodule
module get_performance(
    m1, m2,
    sol
);
input [7:0] m1, m2;
output [15:0] sol;
assign sol = m1 * m2;
endmodule
module get_best_perf(
    p0, p1, p2, p3, p4,
    a0, a1, a2, a3, a4,
    acc
);
input [7:0] a0, a1, a2, a3, a4;
input [15:0] p0, p1, p2, p3, p4;
output [7:0] acc;
wire [15:0]layer1_p[0:3];
wire [15:0]layer2_p[0:3];
wire [7:0]layer1_a[0:3];
wire [7:0]layer2_a[0:3];
assign layer1_p[0] = (p0 <= p1) ? p0 : p1;
assign layer1_p[1] = p2;
assign layer1_p[2] = (p3 <= p4) ? p3 : p4;
assign layer2_p[0] = (layer1_p[0] <= layer1_p[1]) ? layer1_p[0] : layer1_p[1];
assign layer2_p[1] = layer1_p[2];
assign layer1_a[0] = (p0 <= p1) ? a0 : a1;
assign layer1_a[1] = a2;
assign layer1_a[2] = (p3 <= p4) ? a3 : a4;
assign layer2_a[0] = (layer1_p[0] <= layer1_p[1]) ? layer1_a[0] : layer1_a[1];
assign layer2_a[1] = layer1_a[2];
assign acc = (layer2_p[0] <= layer2_p[1]) ? layer2_a[0] : layer2_a[1];
endmodule
```

## run.sh

```bash
#!/bin/bash
# OpenROAD 26Q1-2900-gdf79404cd8, Yosys 0.63+post, stock flow scripts
make -C /OpenROAD-flow-scripts/flow DESIGN_CONFIG=/design/flow/config.mk WORK_HOME=/design/flow/orfs finish
```

## config.mk

```make
export PLATFORM = sky130hd
export DESIGN_NAME = CDC
export DESIGN_NICKNAME = CDC
export VERILOG_FILES = /design/flow/design.v
export SDC_FILE = /design/flow/constraint.sdc
export NUM_CORES = 4
export LEC_CHECK = 1
export CORE_UTILIZATION = 30
```

## constraint.sdc

```tcl
current_design CDC

set clk_period 10.9
set clk_io_pct 0.2

create_clock -name clk0 -period $clk_period [get_ports {clk1}]
create_clock -name clk1 -period $clk_period [get_ports {clk2}]

set non_clock_inputs [all_inputs -no_clocks]
set_input_delay [expr $clk_period * $clk_io_pct] -clock clk0 $non_clock_inputs
set_output_delay [expr $clk_period * $clk_io_pct] -clock clk0 [all_outputs]
```

==> flow_metrics.tcl <==
# collected from the flow reports
set metrics [dict create \
    via_count_of_the_first_global_routing_pass 9628 \
    criticalPathCategory "flip-flop to flip-flop" \
    worstPathMaxFanout 32 \
    synth_stat.cells 1239 \
    stdcell_count 1999 \
    gp_routability_congestion 0.809 \
    die_w_um 233 \
    reg2reg_setup_slack_ns 4.09 \
    warning_count 30 \
    post_cts_hold_buffer_count 0 \
    post-layout-total-power_mw 5.63 \
    end_kind "flip-flop" \
    initialDrtViolationCount 409 \
    worst_r2r_path_depth 27 \
    chip_area_in_the_yosys_report_sq_um 16000 \
    startpoint_type "flip-flop" \
    post_synth_num_cell_types 57 \
    synth-async-reset-ratio 0.586 \
    worstMarginPinSlew_ns 0.831 \
    finalSetupViolations 0 \
    yosysTopAreaCell "sky130_fd_sc_hd__dfrtp_1" \
    netlist_instances 1239 \
    grt_setup_unrepaired "false" \
    post_synth_ao_oa_area_fraction 0.0585 \
    final.fill_count 4982 \
    floorplan.die.height_um 233 \
    timing.final.max_slew_violations 0 \
    dieArea_sq_um 54300 \
    maxCapViolations 0 \
    port_bufs 36 \
    mostFrequentLayoutCells "sky130_fd_sc_hd__dfrtp_1, sky130_fd_sc_hd__edfxtp_1, sky130_fd_sc_hd__inv_1, sky130_fd_sc_hd__ha_1, sky130_fd_sc_hd__mux2_2" \
    area.growth.synth_to_final_pct 14.5 \
    yosys-dominant-comb-family "multiplexers" \
    result_of_the_run "completed" \
    power.density_nw_per_um2 307 \
    place_worst_setup_slack_ns 3.86 \
    placed_cells_incl_taps 1935 \
    worst_r2r_startpoint "performance[1][9]" \
    min-delay-start "u_AFIFO.rptr_empty_m0.rptr[2]" \
    drive_gt1_frac 0.178 \
    fa_ha_area_frac 0.129 \
    ys_sh_xor 0.0252 \
    antenna_left 0 \
    synth.cell_area_sq_um 16000 \
    floorplan.rows 84 \
    cts_tree "built" \
    timing.setup.tns_ns 0 \
    worst_hold_path.num_cells 0 \
    wirelength_mm 28.6 \
    worst_ep_arrival_time_ns 7.22 \
    worst_slack_ns 4.09 \
    whs_ns 0.0319 \
    utilization 0.348 \
    fp.coreArea_sq_um 52700 \
    routedWlPerCell_um 14.3 \
    worstReg2RegEnd "u_AFIFO.fifomem_m0.mem[3][4]" \
    io-pin-count 38 \
    leakagePower_nw 7.73 \
    peakVddDrop_mv 0.128 \
    antenna_cells_inserted 0 \
    clk_pin_slew_ns 0.06 \
    drcViolationCount 0 \
    top_area_frac 0.281 \
    most_common_logic_cell_in_the_routed_design "sky130_fd_sc_hd__dfrtp_1" \
    floorplan.initialDensity 0.304 \
    mux_share 0.142 \
    grt_max_degree 119 \
    cts.repair_timing.setup_buffer_count 0 \
    tritoncts_num_sinks 309 \
    detailroute.via_count 9297 \
    post_dr_vias_cell 4.65 \
    cell_types_with_the_largest_area_share_after_synthesis "sky130_fd_sc_hd__dfrtp_1, sky130_fd_sc_hd__edfxtp_1, sky130_fd_sc_hd__ha_1, sky130_fd_sc_hd__mux2_2, sky130_fd_sc_hd__mux4_2" \
    finalClockSkew_ns 0.0223 \
    yosys_warnings 11 \
    synth_sequential_area_ratio 0.523 \
    drt_pre_antenna_iters 7 \
    synth_flop_count 309 \
    hold_violations 0 \
    crit_required_ns 11.32 \
    grt_first_pass_wirelength_mm 48.5 \
    dpl_cell_area_sq_um 17100 \
    post_cts_resize_count 0 \
    dpl.hpwl_mm 19.8 \
    final_non_filler_cell_area_sq_um 18300 \
    antenna_found_initial 0 \
    simple_gate_share 0.0802 \
    grt.total_usage 0.115 \
    worst_hold_path_type "flip-flop to flip-flop" \
    timing.hold.worst_endpoint "u_AFIFO.sync_r2w_m0.wq1_rptr[2]" \
    number_of_enable_flip_flop_cells 128 \
    remaining_max_slew_budget_at_the_tightest_pin 0.443 \
    synthesis.area_per_instance_sq_um 12.9 \
    yosys_most_used_dff "sky130_fd_sc_hd__dfrtp_1" \
    grt.overflow.total 0 \
]
## final cells by class
cell class              count  area (sq um)  share of cell area
flip-flops and latches    309          8380               0.457
multi-input cells         774          6970               0.380
clock inverters            19           256              0.0140
clock buffers              45           933              0.0509
inverters                 107           402              0.0219
well taps                 688           861              0.0470
repair buffers             57           529              0.0289
## sequential cells by signal, indices dropped and copies added, names as in the netlist
name,count
u_AFIFO.fifomem_m0.mem,128
performance,80
account,40
cnt_in,12
out_account,8
u_AFIFO.rptr_empty_m0.rptr,5
u_AFIFO.sync_r2w_m0.wq1_rptr,5
u_AFIFO.sync_r2w_m0.wq2_rptr,5
u_AFIFO.sync_w2r_m0.rq1_wptr,5
u_AFIFO.sync_w2r_m0.rq2_wptr,5
u_AFIFO.wptr_full_m0.wptr,5
u_AFIFO.rptr_empty_m0.rbin,4
u_AFIFO.wptr_full_m0.wbin,4
out_valid,1
u_AFIFO.rptr_empty_m0.rempty,1
u_AFIFO.wptr_full_m0.wfull,1
## Yosys cell counts (36+ instances only)
master	n
sky130_fd_sc_hd__dfrtp_1	180
sky130_fd_sc_hd__edfxtp_1	128
sky130_fd_sc_hd__ha_1	107
sky130_fd_sc_hd__inv_1	107
sky130_fd_sc_hd__mux2_2	99
sky130_fd_sc_hd__nand2_1	93
sky130_fd_sc_hd__o21ai_0	58
sky130_fd_sc_hd__a21oi_1	45
sky130_fd_sc_hd__nand3_1	44
sky130_fd_sc_hd__mux4_2	40
sky130_fd_sc_hd__nor2_1	40
sky130_fd_sc_hd__and3_1	38
sky130_fd_sc_hd__fa_1	36
## kinds of logic (layout without fill, tap and decap cells)
kind of cell             Yosys count  count (layout)
AND-OR/OR-AND                    155             155
XOR/XNOR                          46              46
adder cells (fa/ha/maj)          143             143
buffers and inverters            156             228
flip-flops                       309             309
multiplexers                     164             164
AND/OR/NAND/NOR                  266             266
## power by group
group          internal, mW  total (mW)  switching (mW)
Sequential             1.89        2.06           0.167
Combinational          1.04        2.38            1.33
Clock                 0.726        1.19           0.464
Total                  3.66        5.63            1.96
## critical path: stages (launching register included)
cell and delay [ns]:
sky130_fd_sc_hd__dfrtp_1 0.37, sky130_fd_sc_hd__inv_1 0.12, sky130_fd_sc_hd__ha_1 0.26, sky130_fd_sc_hd__a41o_1 0.24, sky130_fd_sc_hd__a21oi_1 0.20, sky130_fd_sc_hd__o221ai_1 0.30, sky130_fd_sc_hd__o31ai_4 0.52, sky130_fd_sc_hd__buf_4 0.48
sky130_fd_sc_hd__nand2_1 0.12, sky130_fd_sc_hd__o21ai_2 0.08, sky130_fd_sc_hd__ha_1 0.27, sky130_fd_sc_hd__a21o_1 0.19, sky130_fd_sc_hd__nand3_1 0.08, sky130_fd_sc_hd__a21oi_1 0.08, sky130_fd_sc_hd__a211oi_1 0.37, sky130_fd_sc_hd__a22o_1 0.39
sky130_fd_sc_hd__buf_4 0.39, sky130_fd_sc_hd__mux2_2 0.39, sky130_fd_sc_hd__ha_1 0.29, sky130_fd_sc_hd__nand3_1 0.10, sky130_fd_sc_hd__o22ai_1 0.18, sky130_fd_sc_hd__nor2_1 0.05, sky130_fd_sc_hd__o21ai_0 0.25, sky130_fd_sc_hd__a21oi_1 0.08
sky130_fd_sc_hd__a21oi_1 0.15, sky130_fd_sc_hd__buf_4 0.24, sky130_fd_sc_hd__mux2i_1 0.22, sky130_fd_sc_hd__buf_4 0.22
## worst max path at each step
stage,startpoint,end
5_1_grt,performance[1][9],u_AFIFO.fifomem_m0.mem[7][4]
6_report,performance[1][9],u_AFIFO.fifomem_m0.mem[3][4]
4_1_cts,performance[1][9],u_AFIFO.fifomem_m0.mem[3][4]
## layer usage
layer / up-vias / part of all wire / wire, um / global-route usage
met3: 43 / 0.061 / 1730 / 0.0359
met1: 4539 / 0.45 / 13000 / 0.165
met2: 187 / 0.47 / 13300 / 0.180
met4: 0 / 0.019 / 535 / 0.0192
li1: 4528 / - / - / -
met5: - / 0 / 0 / 0
Power and IR drop assume default switching activity.
